File: constraint.sdc
current_design FSM

set clk_period 6.2
set clk_io_pct 0.2

create_clock -name clk0 -period $clk_period [get_ports {CLK}]

set non_clock_inputs [all_inputs -no_clocks]
set_input_delay [expr $clk_period * $clk_io_pct] -clock clk0 $non_clock_inputs
set_output_delay [expr $clk_period * $clk_io_pct] -clock clk0 [all_outputs]
File: design.v
module BIST( 
           BIST_MEM_ADDR, BIST_MEM_CE, BIST_MEM_WEB, BIST_MEM_OEB, BIST_MEM_CSB, BIST_MEM_IDATA, BIST_PASS,
           CLK, RSTN, BIST_EN, BIST_MODE, BIST_ODATA);
    input                    CLK;
    input                    RSTN;
    input                    BIST_EN;
    input        [2:0]       BIST_MODE;
    input        [7:0]       BIST_ODATA;
    output reg   [9:0]       BIST_MEM_ADDR;
    output reg               BIST_MEM_CE;
    output reg               BIST_MEM_WEB;
    output reg   [63:0]      BIST_MEM_OEB;
    output reg   [63:0]      BIST_MEM_CSB;
    output reg   [7:0]       BIST_MEM_IDATA;
    output reg               BIST_PASS;
    wire BIST_MODE0, BIST_MODE1, BIST_MODE2;
    assign BIST_MODE0 = BIST_EN & BIST_MODE[0];
    assign BIST_MODE1 = BIST_EN & BIST_MODE[1];
    assign BIST_MODE2 = BIST_EN & BIST_MODE[2];
    wire [15:0] LFSR_ADDR, GRAY_ADDR, BIN_ADDR;
    wire [7:0]  LFSR_DATA, Toggle_DATA;
    LFSR16B LFSR_ADDR_GEN       (.CLK(CLK), .RSTN(RSTN), .EN(BIST_MODE0), .OUT(LFSR_ADDR));
	GrayCounter GRAY_ADDR_GEN   (.CLK(CLK), .RSTN(RSTN), .EN(BIST_MODE1), .OUT(GRAY_ADDR));
	BinaryCounter BIN_ADDR_GEN  (.CLK(CLK), .RSTN(RSTN), .EN(BIST_MODE2), .OUT(BIN_ADDR));
	LFSR8B LFSR_DATA_GEN        (.CLK(CLK), .RSTN(RSTN), .EN(BIST_MODE0), .OUT(LFSR_DATA));
    Toggle8B Toggle_DATA_GEN    (.CLK(CLK), .RSTN(RSTN), .EN(BIST_MODE1 | BIST_MODE2), .OUT(Toggle_DATA));    
    reg [15:0] BIST_MEM_ADDR_reg;
    always @(*) begin
            case (BIST_MODE)
                3'b001: BIST_MEM_ADDR_reg  = LFSR_ADDR;
                3'b010: BIST_MEM_ADDR_reg  = GRAY_ADDR;
                3'b100: BIST_MEM_ADDR_reg  = BIN_ADDR;
                default: BIST_MEM_ADDR_reg = 16'h0000;
            endcase
        end
    reg [7:0] BIST_MEM_IDATA_reg;
    always @(*) begin
            case (BIST_MODE)
                3'b001: BIST_MEM_IDATA_reg  = LFSR_DATA;
                3'b010: BIST_MEM_IDATA_reg  = Toggle_DATA;
                3'b100: BIST_MEM_IDATA_reg  = Toggle_DATA;
                default: BIST_MEM_IDATA_reg = 8'h00;
            endcase
    end
    localparam  IDLE     =   5'b00001;
    localparam  WRITE1   =   5'b00010;
    localparam  WRITE2   =   5'b00100;
    localparam  READ1    =   5'b01000;
    localparam  READ2    =   5'b10000;
    reg [4:0] state, next_state;
    always @(posedge CLK or negedge RSTN) begin
        if (!RSTN) begin
            state <= IDLE;
        end
        else begin
            state <= next_state;
        end
    end
    always @(*) begin
        case (state)
            IDLE:    next_state = (BIST_EN) ? WRITE1 : IDLE;
            WRITE1:  next_state = WRITE2;
            WRITE2:  next_state = READ1;
            READ1:   next_state = READ2;
            READ2:   next_state = (BIST_EN) ? WRITE1 : IDLE;
            default: next_state = IDLE;
        endcase
    end
    always @(posedge CLK or negedge RSTN) begin
        if (!RSTN) begin
            BIST_MEM_IDATA        <= 8'b0;
            BIST_MEM_ADDR         <= 15'b0;
            BIST_MEM_CE  <= 1'b0;
            BIST_MEM_WEB <= 1'b1;
            BIST_MEM_CSB <= 64'hffff_ffff_ffff_ffff;
            BIST_MEM_OEB <= 64'hffff_ffff_ffff_ffff;
            BIST_PASS <= 1'b0;
        end
        else begin
            case (state)
                IDLE: begin
                    BIST_MEM_IDATA        <= 8'b0;
                    BIST_MEM_ADDR         <= 15'b0;
                    BIST_MEM_CE  <= 1'b0;
                    BIST_MEM_WEB <= 1'b1;
                    BIST_MEM_CSB <= 64'hffff_ffff_ffff_ffff;
                    BIST_MEM_OEB <= 64'hffff_ffff_ffff_ffff;
                    BIST_PASS <= 1'b0;
                end
                WRITE1: begin
                    BIST_MEM_IDATA        <= BIST_MEM_IDATA;
                    BIST_MEM_ADDR         <= BIST_MEM_ADDR_reg[9:0];
                    BIST_MEM_CE  <= 1'b0;
                    BIST_MEM_WEB <= 1'b1;
                    BIST_MEM_CSB <= 64'hffff_ffff_ffff_ffff;
                    BIST_MEM_OEB <= BIST_MEM_OEB;
                    BIST_PASS <= 1'b0;
                end
                WRITE2: begin
                    BIST_MEM_IDATA        <= BIST_MEM_IDATA_reg;
                    BIST_MEM_ADDR         <= BIST_MEM_ADDR;
                    BIST_MEM_CE  <= 1'b1;
                    BIST_MEM_WEB <= 1'b0;
                    BIST_MEM_CSB <= ~(64'd1 << BIST_MEM_ADDR_reg[15:10]);
                    BIST_MEM_OEB <= 64'hffff_ffff_ffff_ffff;
					if (BIST_ODATA != BIST_MEM_IDATA) begin
    				    BIST_PASS <= 1'b1;
					end
                    else begin
    				    BIST_PASS <= 1'b0; 
				    end
                end
                READ1: begin
                    BIST_MEM_IDATA        <= BIST_MEM_IDATA;
                    BIST_MEM_ADDR         <= BIST_MEM_ADDR;
                    BIST_MEM_CE  <= 1'b0;
                    BIST_MEM_WEB <= 1'b1;
                    BIST_MEM_CSB <= 64'hffff_ffff_ffff_ffff;
                    BIST_MEM_OEB <= 64'hffff_ffff_ffff_ffff;
                    BIST_PASS <= 1'b0;
                end
                READ2: begin
                    BIST_MEM_IDATA        <= BIST_MEM_IDATA;
                    BIST_MEM_ADDR         <= BIST_MEM_ADDR;
                    BIST_MEM_CE  <= 1'b1;
                    BIST_MEM_WEB <= 1'b1;
                    BIST_MEM_CSB <= ~(64'd1 << BIST_MEM_ADDR_reg[15:10]);
                    BIST_MEM_OEB <= ~(64'd1 << BIST_MEM_ADDR_reg[15:10]);
                    BIST_PASS <= 1'b0;
                end
            endcase
        end
    end
endmodule
module BinaryCounter( 
                     OUT,
                     CLK, RSTN, EN
                     );
    input CLK;
    input RSTN;
    input EN;
    output reg [15:0] OUT;
    reg COUNTING;
    reg [2:0] CLK_COUNT;
    always @(posedge CLK or negedge RSTN) begin
        if (!RSTN) begin
            COUNTING <= 1'b0;
            CLK_COUNT <= 3'b000;
            OUT <= 16'h0000;
        end
        else begin
            if (EN) begin
                if (!COUNTING) begin
                    if (CLK_COUNT == 3'd4) begin
                        COUNTING <= 1'b1;
                        CLK_COUNT <= 3'b000;
                        OUT <= OUT + 1;
                    end
                    else begin
                        CLK_COUNT <= CLK_COUNT + 1;
                    end
                end
                else begin
                    if (CLK_COUNT == 3'd3) begin
                        CLK_COUNT <= 3'b000;
                        OUT <= OUT + 1;
                    end
                    else begin
                        CLK_COUNT <= CLK_COUNT + 1;
                    end
                end
            end
            else begin
                COUNTING <= 1'b0;
                CLK_COUNT <= 3'b000;
            end
        end
    end
endmodule
module FSM( 
		   MEM_ADDR, MEM_CE, MEM_WEB, MEM_OEB, MEM_CSB, MEM_IDATA, BIST_PASS,
           CLK, RSTN, ADDR, CE, CSB, WEB, OEB, IDATA, BIST_EN, BIST_MODE, BIST_ODATA);
    input                    CLK;
    input                    RSTN;
    input        [15:0]      ADDR;
    input                    CE;
    input                    CSB;
    input                    WEB;
    input                    OEB;
    input        [7:0]       IDATA;
    input                    BIST_EN;
    input        [2:0]       BIST_MODE;
    input        [7:0]       BIST_ODATA;
    output reg   [9:0]       MEM_ADDR;
    output reg               MEM_CE;
    output reg               MEM_WEB;
    output reg   [63:0]      MEM_OEB;
    output reg   [63:0]      MEM_CSB;
    output reg   [7:0]       MEM_IDATA;
    output                   BIST_PASS;
    wire         [9:0]       BIST_MEM_ADDR;
    wire                     BIST_MEM_CE;
    wire                     BIST_MEM_WEB;
    wire         [63:0]      BIST_MEM_OEB;
    wire         [63:0]      BIST_MEM_CSB;
    wire         [7:0]       BIST_MEM_IDATA;
    BIST
        UBIST
        ( 
        .BIST_MEM_ADDR                       (BIST_MEM_ADDR[9:0]),
        .BIST_MEM_CE                         (BIST_MEM_CE),
        .BIST_MEM_WEB                        (BIST_MEM_WEB),
        .BIST_MEM_OEB                        (BIST_MEM_OEB[63:0]),
        .BIST_MEM_CSB                        (BIST_MEM_CSB[63:0]),
        .BIST_MEM_IDATA                      (BIST_MEM_IDATA[7:0]),
        .BIST_PASS                           (BIST_PASS),
        .CLK                                 (CLK),
        .RSTN                                (RSTN),
        .BIST_EN                             (BIST_EN),
        .BIST_MODE                           (BIST_MODE[2:0]),
        .BIST_ODATA                          (BIST_ODATA[7:0]));
    always @(posedge CLK or negedge RSTN) begin
        if(!RSTN) begin
            MEM_ADDR         <= 10'b0;
            MEM_WEB          <= 1'b1;
            MEM_CSB          <= {64{1'b1}};
            MEM_IDATA        <= 8'b0;
        end
        else begin
            if (BIST_EN) begin
                MEM_ADDR         <= BIST_MEM_ADDR[9:0];
                MEM_WEB          <= BIST_MEM_WEB;
                MEM_CSB          <= BIST_MEM_CSB[63:0];
                MEM_IDATA        <= BIST_MEM_IDATA[7:0];
            end
            else begin
                MEM_ADDR         <= ADDR[9:0];
                MEM_WEB          <= WEB;
                MEM_CSB          <= {64{CSB}} | (~(64'd1 << ADDR[15:10]));
                MEM_IDATA        <= IDATA;
            end
        end
    end
	wire CLKB;
	assign CLKB = ~CLK;
	reg PREV_CE;
    reg [63:0] PREV_OEB;
    always@(posedge CLKB or negedge RSTN) begin
        if(!RSTN) begin
            PREV_CE <= 1'b0;
            MEM_CE  <= 1'b0;
            PREV_OEB <= {64{1'b1}};
            MEM_OEB  <= {64{1'b1}};
        end
        else begin
            if (BIST_EN) begin
                PREV_CE <= BIST_MEM_CE;
                MEM_CE  <= PREV_CE;
                PREV_OEB <= BIST_MEM_OEB[63:0];
                MEM_OEB  <= PREV_OEB;
            end
            else begin
                PREV_CE <= 1'b0;
                MEM_CE  <= CE;
                PREV_OEB <= {64{OEB}} | (~(64'd1 << ADDR[15:10]));
                MEM_OEB  <= PREV_OEB;
            end
        end
    end
endmodule
module GrayCounter( 
                   OUT,
                   CLK, RSTN, EN
                   );
    input CLK;
    input RSTN;
    input EN;
    output reg [15:0] OUT;
    reg COUNTING;
    reg [2:0] CLK_COUNT;
    reg [15:0] BinaryCounter;
    always @(posedge CLK or negedge RSTN) begin
        if (!RSTN) begin
            COUNTING <= 1'b0;
            CLK_COUNT <= 3'b000;
            BinaryCounter <= 16'h0000;
            OUT <= 16'h0000;
        end else begin
            if (EN) begin
                if (!COUNTING) begin
                    if (CLK_COUNT == 3'd4) begin
                        COUNTING <= 1'b1;
                        CLK_COUNT <= 3'b000;
                        BinaryCounter <= BinaryCounter + 1;
                        OUT <= (BinaryCounter + 1) ^ ((BinaryCounter + 1) >> 1);
                    end
                    else begin
                        CLK_COUNT <= CLK_COUNT + 1;
                    end
                end
                else begin
                    if (CLK_COUNT == 3'd3) begin
                        CLK_COUNT <= 3'b000;
                        BinaryCounter <= BinaryCounter + 1;
                        OUT <= (BinaryCounter + 1) ^ ((BinaryCounter + 1) >> 1);
                    end
                    else begin
                        CLK_COUNT <= CLK_COUNT + 1;
                    end
                end
            end
            else begin
                COUNTING <= 1'b0;
                CLK_COUNT <= 3'b000;
            end
        end
    end
endmodule
module LFSR16B( 
              OUT,
              CLK, RSTN, EN
              );
   input CLK;
   input RSTN;
   input EN;
   output reg [15:0] OUT;
   reg COUNTING;
   reg [2:0] CLK_COUNT;
   always @(posedge CLK or negedge RSTN) begin
      if (!RSTN) begin
         COUNTING <= 1'b0;
         CLK_COUNT <= 3'b000;
         OUT <= 16'h8000;
      end
      else begin
         if (EN) begin
            if (!COUNTING) begin
               if (CLK_COUNT == 3'd4) begin
                  COUNTING <= 1'b1;
                  CLK_COUNT <= 3'b000;
                  OUT <= {OUT[14:0], OUT[15] ^ OUT[13] ^ OUT[12] ^ OUT[10]};
               end
               else begin
                  CLK_COUNT <= CLK_COUNT + 1;
               end
            end
            else begin
               if (CLK_COUNT == 3'd3) begin
                  CLK_COUNT <= 3'b000;
                  OUT <= {OUT[14:0], OUT[15] ^ OUT[13] ^ OUT[12] ^ OUT[10]};
               end
               else begin
                  CLK_COUNT <= CLK_COUNT + 1;
               end
            end
         end
         else begin
            COUNTING <= 1'b0;
            CLK_COUNT <= 3'b000;
         end
      end
   end
endmodule
module LFSR8B( 
              OUT,
              CLK, RSTN, EN
              );
   input CLK;
   input RSTN;
   input EN;
   output reg [7:0] OUT;
   reg COUNTING;
   reg [2:0] CLK_COUNT;
   always @(posedge CLK or negedge RSTN) begin
      if (!RSTN) begin
         COUNTING <= 1'b0;
         CLK_COUNT <= 3'b000;
         OUT <= 8'h80;
      end
      else begin
         if (EN) begin
            if (!COUNTING) begin
               if (CLK_COUNT == 3'd4) begin
                  COUNTING <= 1'b1;
                  CLK_COUNT <= 3'b000;
                  OUT <= {OUT[6:0], OUT[7] ^ OUT[5] ^ OUT[4] ^ OUT[3]};
               end
               else begin
                  CLK_COUNT <= CLK_COUNT + 1;
               end
            end
            else begin
               if (CLK_COUNT == 3'd3) begin
                  CLK_COUNT <= 3'b000;
                  OUT <= {OUT[6:0], OUT[7] ^ OUT[5] ^ OUT[4] ^ OUT[3]};
               end
               else begin
                  CLK_COUNT <= CLK_COUNT + 1;
               end
            end
         end
         else begin
            COUNTING <= 1'b0;
            CLK_COUNT <= 3'b000;
         end
      end
   end
endmodule
module Toggle8B( 
                OUT,
                CLK, RSTN, EN
                );
    input CLK;
    input RSTN;
    input EN;
    output reg [7:0] OUT;
    reg COUNTING;
    reg [2:0] CLK_COUNT;
    always @(posedge CLK or negedge RSTN) begin
        if (!RSTN) begin
            COUNTING <= 1'b0;
            CLK_COUNT <= 3'b000;
            OUT <= 8'h00;
        end
        else begin
            if (EN) begin
                if (!COUNTING) begin
                    if (CLK_COUNT == 3'd4) begin
                        COUNTING <= 1'b1;
                        CLK_COUNT <= 3'b000;
                        OUT <= ~OUT;
                    end
                    else begin
                        CLK_COUNT <= CLK_COUNT + 1;
                    end
                end
                else begin
                    if (CLK_COUNT == 3'd3) begin
                        CLK_COUNT <= 3'b000;
                        OUT <= ~OUT;
                    end
                    else begin
                        CLK_COUNT <= CLK_COUNT + 1;
                    end
                end
            end
            else begin
                COUNTING <= 1'b0;
                CLK_COUNT <= 3'b000;
            end
        end
    end
endmodule
File: config.mk
export PLATFORM = sky130hd
export DESIGN_NAME = FSM
export DESIGN_NICKNAME = FSM
export VERILOG_FILES = /design/flow/design.v
export SDC_FILE = /design/flow/constraint.sdc
export NUM_CORES = 4
export LEC_CHECK = 1
export CORE_UTILIZATION = 40
File: run.sh
#!/bin/bash
# OpenROAD 26Q1-2900-gdf79404cd8, Yosys 0.63+post, stock flow scripts
make -C /OpenROAD-flow-scripts/flow DESIGN_CONFIG=/design/flow/config.mk WORK_HOME=/design/flow/orfs finish
==> flow_summary.ini <==
; flow metrics
[power_and_ir_drop]
clockPowerShare_pct = 48.5
power_frac_seq_pct = 45.9
power_density_nw_per_um2 = 296
p_comb_share_pct = 5.6
ir_drop_v = 0.000239
swShare_pct = 25.3
p_int_mw = 5.23
p_leak_nw = 9.65
p_sw_mw = 1.77

[final_layout]
fill_cells = 3931
area_delta_synth_final_pct = 25.4
drive_above_1_share_pct = 26.6
seq_area_um2 = 12100
combGateArea_um2 = 6310

[floorplan]
num_rows = 79
die_y_um = 219
die_x_um = 219
fp_util_pct = 40.5
ios = 191
coreArea_um2 = 46600
die_area_um2 = 48100

[placed_design]
dp_hpwl_mm = 31.1
place.gp.congestion = 0.860
io_buffers = 190
pre_cts_slack_ns = 0.206

[detailed_routing]
ant_nets = 0
drt_first_pass_iters = 5
routedWlPerCell_um = 18.0
routed-via-count = 12800
drc = 0
drt-initial-drc-count = 798
viasPerCell = 5.04
diodes = 0
wirelength_mm = 45.7

[setup_path]
r2r-start = UBIST.BIST_MEM_OEB[15]$_DFFE_PN1P_
critical_path.cell_chain = clkdlybuf4s50_1
crit_path_start_kind = flip-flop
cp_max_fo = 1
crit_buf_inv = 1
r2r-end = PREV_OEB[15]$_DFF_NN1_
worstRegToRegCells = 2
worst-setup-path-type = reg2out
rrSetupSlack_ns = 2.29
critPathCaptureType = primary output
critPathTopFamily = flip-flops
cp.arrival_ns = 4.70
critPathSlowestCell = dfstp_2
max_stage_delay_ns = 0.51
cp.required_ns = 4.96

[clock_network]
post-cts-setup-buffers = 0
clkTransAtPathRegs_ns = 0.04
cts_resized = 0
cts_max_path_buffers = 3
cts.sinks = 467
cts-htree-levels = 2
worstSkewPairLatency_ns = 0.64
hold_buffers = 0
cts_made_buffers = 50
cts_tree = done
root_buffer = clkbuf_16

[global_routing]
grt_pass1_wl_mm = 73.0
first_global_vias = 13000
grt_max_degree = 164
antenna_found_initial = 1
grt_overflow = 0
grt_usage_pct = 20.7

[timing]
hold_ws_ns = 0.350
drv_slew = 0
finalSetupViolCount = 0
tightest_slew_ns = 0.944
rsz0062_at_grt = false
fin_tns_setup_ns = 0
hold_violations = 0
fin_ws_ns = 0.255
max_slew_margin_pct = 37.0
skew_ns = 0.0331

[min_path]
hold_path_class = reg2reg
holdPathEnd = MEM_OEB[30]$_DFF_NN1_
min_path_cells = 0
min_from = PREV_OEB[30]$_DFF_NN1_

[synth]
synth-edff-count = 0
ys_seq_share_pct = 64.1
ys_cells = 1581
ys_ff = 467
yosysWarnings = 7
yosys.area.top_type_share_pct = 45.2
synthesis.area_um2 = 18900
top_area_cell = dfstp_2
yosys_area_um2 = 18900
syn_area_per_cell_um2 = 11.9
netlist_instances = 1581
synth-main-ff-cell = dfstp_2
async_reset_ff_share_pct = 100
top_cells_by_area = dfstp_2 45%, dfrtp_1 19%, a21oi_1 5.3%
synth_cell_types = 59

[flow_run]
cap_violations = 0
warning_count = 165

[run_status]
status = complete, no violations
[worst max path at each step]
stage                      from     endpoint  slack [ns]  depth (start not counted)
6_report  MEM_OEB[48]$_DFF_NN1_  MEM_OEB[48]        0.26                          1
5_1_grt   MEM_OEB[46]$_DFF_NN1_  MEM_OEB[46]        0.18                          1
4_1_cts   MEM_OEB[40]$_DFF_NN1_  MEM_OEB[40]        0.22                          1
[cells by family (layout without fill, tap and decap cells)]
kind of cell               count (synthesis)  after routing  share of synthesized area, %
AOI/OAI and AO/OA                        383            383                          12.7
xor gates and xnor gates                  78             78                          3.70
adders and majority gates                 22             22                          1.46
buffers and inverters                    122            468                          2.65
DFF                                      467            467                          64.1
muxes                                     43             43                          2.57
and+or+nand+nor                          466            466                          12.9
[synth_stat cells, drive strengths merged (43+ instances only)]
cell    number
dfstp      325
nor2       107
o22a        88
dfrtp      140
nor2b      136
nand2       97
o21ai       48
mux2        43
a21oi      202
xnor2       48
clkbuf      67
[cell usage in the layout (no fill, tap or decap), drive strengths merged, types with 19 or more instances in the layout]
master         instances
nor3                  19
dfrtp                140
nand2                 97
inv                  159
buf                   34
clkbuf                67
o21ai                 48
nor2b                136
dfstp                325
clkdlybuf4s50        188
xor2                  29
o22a                  88
nor2                 107
xnor2                 48
a21oi                202
ha                    22
nand3                 19
a22oi                 21
mux2                  43
[worst reg2reg max path: stages, from the launching register on]
cell     delay (ns)
dfstp_2        0.55
nor2b_1        0.05
a21oi_1        0.14
[per-layer routing]
layer / up-vias / track usage, % / share of wire, %
met5: - / 0 / 0.028
met4: 2 / 4.86 / 2.5
met3: 73 / 5.32 / 6.1
met2: 332 / 30.5 / 46
met1: 6287 / 32.4 / 45
li1: 6071 / - / -
[through the flow]
step,total power [mW],area [um2],utilization (%),instances
finish,6.99,23700,50.8,2534
CTS,7.09,23700,50.8,2534
global route,7.32,23700,50.8,2534
global placement,3.77,21400,46.0,2314
detailed placement,3.77,21400,46.0,2314
floorplan,3.56,18900,-,1581
[area by class of cell]
class,count,area share [%]
Sequential cell,467,51.1
Multi-Input combinational cell,992,26.7
Timing Repair Buffer,222,9.17
Clock buffer,67,6.21
Clock inverter,154,3.24
Tap cell,607,3.21
Inverter,25,0.397
[power groups by stage]
stage | combinational (mW) | sequential (mW) | clock [mW]
4_1_cts | 0.399 | 3.21 | 3.48
5_1_grt | 0.437 | 3.22 | 3.66
6_report | 0.392 | 3.21 | 3.39
Power is estimated from default activity; no workload was simulated.
