File: flow/design.v
module GRAY_COUNTER_16B(
    input wire clk,            
    input wire rstn,           
    input wire en,
	 output reg [15:0] gray     
);
    reg [15:0] binary;         
    always @(posedge clk or negedge rstn) begin
        if (!rstn)
            binary <= 16'b0;  
        else
		  		if(en)
         	   binary <= binary + 1;  
		 		else binary <= 16'b0;
    end
    always @(posedge clk or negedge rstn) begin
        if (!rstn)
            gray <= 16'b0;  
	 else begin
		  		if(en)
           		gray <= binary ^ (binary >> 1);  
		 		else gray <= 16'b0;
	 end
    end
endmodule
File: flow/run.sh
#!/bin/bash
# OpenROAD 26Q1-2900-gdf79404cd8, Yosys 0.63+post, stock flow scripts
make -C /OpenROAD-flow-scripts/flow DESIGN_CONFIG=/design/flow/config.mk WORK_HOME=/design/flow/orfs finish
File: flow/config.mk
export PLATFORM = sky130hd
export DESIGN_NAME = GRAY_COUNTER_16B
export DESIGN_NICKNAME = GRAY_COUNTER_16B
export VERILOG_FILES = /design/flow/design.v
export SDC_FILE = /design/flow/constraint.sdc
export NUM_CORES = 4
export LEC_CHECK = 1
export CORE_AREA = 10 10 95 95
export DIE_AREA = 0 0 105 105
File: flow/constraint.sdc
current_design GRAY_COUNTER_16B

set clk_period 3.2
set clk_io_pct 0.2

create_clock -name clk0 -period $clk_period [get_ports {clk}]

set non_clock_inputs [all_inputs -no_clocks]
set_input_delay [expr $clk_period * $clk_io_pct] -clock clk0 $non_clock_inputs
set_output_delay [expr $clk_period * $clk_io_pct] -clock clk0 [all_outputs]
==> impl_results.rst <==
Physical design figures
=======================

.. list-table::
   :header-rows: 1

   * - Metric
     - Value
   * - Result of the run
     - finished, final reports clean
   * - Row count
     - 30
   * - Post-synthesis share of cell area spent on xor and xnor gates
     - 4.96%
   * - Clock Skews
     - 0.00273 ns
   * - Die width
     - 105 um
   * - Number of port buffers
     - 18
   * - Syn-to-layout area delta
     - 27.6%
   * - Fraction of power spent switching nets
     - 19.8%
   * - Data arrival at the endpoint of the critical path
     - 2.22 ns
   * - Remaining design rule violation count
     - 0
   * - Gr ovfl total
     - 0
   * - TritonCTS clock tree
     - done
   * - Time the final worst path needs with I/O delays and setup
     - 2.00 ns
   * - Cell Count, Final, Fillers Out
     - 234
   * - Final clock period utilization by the worst path
     - 62.6%
   * - Reg2Reg Launch Point
     - binary[0]$_DFF_PN0_
   * - # diodes
     - 0
   * - Setup TNS after final layout
     - 0 ns
   * - Warning total across the stage logs
     - 25
   * - Fraction of power consumed by sequential logic
     - 53.0%
   * - Number of antenna violations at the first check in global routing
     - 0
   * - Via count of the first global-routing pass
     - 953
   * - Detailed-placement wirelength estimate
     - 1650 um
   * - Worst setup path class
     - in2reg
   * - Clock buffer count from CTS
     - 5
   * - Fraction of final layout cells with drive strength greater than 1
     - 7.97%
   * - Async set-reset flop share out of synthesis
     - 100%
   * - Tally of nets with antenna violations remaining after routing
     - 0
   * - Critical-path cell with the highest stage delay
     - clkdlybuf4s50_1
   * - Cell Area, Synth
     - 1410 um^2
   * - List of cells traversed by the critical path
     - clkdlybuf4s50_1 > or4b_1 > nand2_1
   * - Tot GR Track Use
     - 4.65%
   * - FA/HA/MAJ Cells, Area Fraction
     - 12.4%
   * - Pre-placement core utilization
     - 20.4%
   * - Maximum clock rate
     - 499 MHz
   * - Simple-gate portion of the synthesized area
     - 20.8%
   * - PostCTS Resize Cnt
     - 0
   * - Number of detailed-routing iterations run before antenna repair
     - 3
   * - Post-placement worst setup slack
     - 0.883 ns
   * - Count of mapped cells out of synthesis
     - 115
   * - Number of placed instances, taps included
     - 226
   * - Leakage power
     - 0.000883 uW
   * - Post-Syn Area per Cell
     - 12.3 um^2
   * - Setup Viol. Count Final
     - 0
   * - IO Count
     - 19
   * - Multiplexer share of the synthesized area
     - 0%
   * - Worst hold slack
     - 0.558 ns
   * - Vias per inst
     - 3.69
   * - Top flip-flop cell by instance count after synthesis
     - dfrtp_1
   * - Iteration-0 DRC Markers
     - 50
   * - Post-synthesis cell type count
     - 19
   * - Number of enable-type register cells in the synthesized netlist
     - 0
   * - Y dimension of the die
     - 105 um
   * - Count of yosys warnings during synthesis
     - 1
   * - Setup repair after global routing missed its margin
     - no
   * - Category of the worst setup path capture point
     - flop
   * - CP peak stage delay
     - 1.00 ns
   * - Number of pins with negative max-slew slack in the final report
     - 0
   * - Peak ir drop on the vdd network
     - 121 uV
   * - Post-CTS Setup Inserts
     - 0
   * - Total number of vias
     - 863
   * - Reg2reg path depth
     - 4
   * - Power per cell area
     - 420 nW/um^2
   * - Part of the power in combinational logic
     - 3.9%
   * - Placer congestion estimate
     - 0.776
   * - Final Hold Violation Tally
     - 0
   * - Skew-Pair Late Insertion Delay
     - 0.27 ns
   * - Number of buffers on the longest clock path
     - 2
   * - CTS Root Cell
     - clkbuf_8
   * - Worst relative slew slack
     - 45.7%
   * - WL per Instance
     - 10.3 um
   * - Start point of the worst hold path
     - binary[15]$_DFF_PN0_
   * - Type of the most critical hold path
     - reg2reg
   * - Flip-flop and latch count after synthesis
     - 31
   * - Yosys stat chip area
     - 1410 um^2
   * - Total of hold buffers inserted after clock tree synthesis
     - 0
   * - Largest family of logic cells by area
     - simple AND/OR/NAND/NOR gates
   * - Aggregate routed wire length
     - 2410 um
   * - Sw power
     - 150 uW
   * - Post-CTS clock slew at the launch and capture registers of the worst setup and hold paths
     - 0.06 ns
   * - Maximum number of pins on one net before global-route repair
     - 34
   * - Beginning of the critical path
     - en
   * - Min-Delay Path Depth
     - 1
   * - Kind of start point of the critical path
     - input pin
   * - Clock Power Share
     - 43.1%
   * - Worst Tran Pin Value
     - 0.812 ns
   * - Core Footprint
     - 6910 um^2
   * - Setup slack of the critical path after layout
     - 1.20 ns
   * - CTS sink count
     - 31
   * - AO/OA Area Share
     - 4.96%
   * - Critical path peak fanout
     - 33
   * - H-tree depth reported by CTS
     - 2
   * - Overall die area
     - 11000 um^2
   * - Number of maximum-capacitance violations
     - 0
   * - Cell internal pwr
     - 607 uW
   * - Share of the core filled with cells
     - 26.1%
   * - Crit path required time
     - 3.41 ns
   * - Part of the Yosys area used for sequential elements
     - 55.0%
   * - Wire length of the first global-routing pass
     - 4440 um
   * - Cells in synth_stat.txt
     - 115
## power groups by stage
| stage | clock network [uW] | logic (uW) | registers, uW |
|---|---|---|---|
| CTS | 344 | 31.0 | 401 |
| global route | 361 | 34.8 | 401 |
| finish | 326 | 29.4 | 401 |
## registers in the layout (all words and copies together) (netlist names)
signal and count:
binary 16, gray 15
## synthesized netlist by cell type (2+ instances only)
master | number | share of area, %
or3_1 | 4 | 1.8
o21ai_0 | 5 | 1.8
dfrtp_1 | 31 | 55
xor2_1 | 2 | 1.2
ha_1 | 14 | 12
a21boi_0 | 4 | 2.1
xnor2_1 | 6 | 3.7
inv_1 | 2 | 0.53
nand2_1 | 7 | 1.9
and2_1 | 23 | 10
clkbuf_1 | 3 | 0.80
or4b_1 | 3 | 2.1
nand3_1 | 4 | 1.4
o211ai_1 | 2 | 1.1
## per-stage QoR
stage / power (uW) / area [um^2]
final: 756 / 1800
after global routing: 797 / 1800
after CTS: 776 / 1800
after detailed placement: 439 / 1700
after global placement: 438 / 1700
after floorplan: 420 / 1410
## cell usage in the layout, fill, tap and decap left out, drive strengths merged
cell | netlist | routed
o211ai | 2 | 2
or4b | 3 | 3
a21boi | 4 | 4
or3 | 4 | 4
xor2 | 2 | 2
o21ai | 5 | 5
xnor2 | 6 | 6
and2 | 23 | 23
clkbuf | 3 | 8
inv | 2 | 2
nand3 | 4 | 4
buf | 1 | 1
nand2 | 7 | 7
clkdlybuf4s50 | 0 | 18
and2b | 1 | 1
nand4 | 3 | 3
dfrtp | 31 | 31
ha | 14 | 14
## final cells by class
type / count / area [um^2]
fill: 725 / 5110
tap: 96 / 120
inverter: 2 / 7.51
multi-input combinational: 78 / 609
timing repair buffer: 19 / 188
sequential: 31 / 776
clock buffer: 8 / 100
## worst paths after layout
| kind | slack (ns) | end |
|---|---|---|
| min in group asynchronous | 0.77 | gray[3]$_DFF_PN0_ |
| max in group asynchronous | 2.15 | gray[7]$_DFF_PN0_ |
| setup reg to reg | 1.60 | binary[10]$_DFF_PN0_ |
| hold reg to reg | 0.56 | gray[15]$_DFF_PN0_ |
| setup / recovery | 1.20 | binary[15]$_DFF_PN0_ |
| hold / removal | 0.56 | gray[15]$_DFF_PN0_ |
## critical path, delay by kind of cell
kind,cells,cell delay [ns]
buf+inv,1,1.00
simple gates,2,0.57
## kinds of logic (layout without fill, tap and decap cells)
| kind of cell | count (synthesis) | in the layout |
|---|---|---|
| AOI/OAI and AO/OA | 11 | 11 |
| xor gates and xnor gates | 8 | 8 |
| adders and majority gates | 14 | 14 |
| buffers and inverters | 6 | 29 |
| DFF | 31 | 31 |
| and+or+nand+nor | 45 | 45 |
## metal layers
metal	vias to the layer above	track usage (%)	part of all wire (%)
li1	432	-	-
met4	0	1.18	1.7
met2	19	7.61	45
met3	2	1.99	8.7
met5	-	0	0
met1	410	5.50	44
Power figures rest on the tool's default switching activity, not on a simulated workload.
